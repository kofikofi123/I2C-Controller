--- ./config.mk ---
export PLATFORM = sky130hd
export DESIGN_NAME = I2C_Controller
export DESIGN_NICKNAME = I2C_Controller
export VERILOG_FILES = /design/flow/design.v
export SDC_FILE = /design/flow/constraint.sdc
export NUM_CORES = 4
export LEC_CHECK = 1
export CORE_UTILIZATION = 50
--- ./constraint.sdc ---
current_design I2C_Controller

set clk_period 8.1
set clk_io_pct 0.2

create_clock -name clk0 -period $clk_period [get_ports {clock}]

set non_clock_inputs [all_inputs -no_clocks]
set_input_delay [expr $clk_period * $clk_io_pct] -clock clk0 $non_clock_inputs
set_output_delay [expr $clk_period * $clk_io_pct] -clock clk0 [all_outputs]
--- ./design.v ---
module I2C_Controller(clock, reset_n, init_transaction, rw, address, data, bytesend, i2c_sda, i2c_scl, debug_signal, debug_send);
	parameter CLOCK_F 		= 50_000_000;
	localparam INIT_COUNT 	= (CLOCK_F / 250_000) - 1;
	localparam SEND_COUNT	= 8;
	localparam I2C_COUNTER_WIDTH = (($clog2(INIT_COUNT) > 5) ? $clog2(INIT_COUNT) : 5);
	input clock, reset_n, init_transaction, rw;
	input [6:0] address;
	input [31:0] data;
	input [3:0] bytesend;
	inout i2c_sda, i2c_scl;
	output debug_signal, debug_send;
	wire data_register_load, data_register_inb, data_register_outb, data_register_shift;
	wire [39:0] data_register_ins, data_register_out;
	wire bytesend_register_load, bytesend_register_shift, bytesend_register_outb;
	wire [3:0] bytesend_register_out;
	wire rw_register_load, rw_register_out;
	wire i2c_counter_reset, i2c_counter_en;
	wire [I2C_COUNTER_WIDTH-1:0] i2c_counter_out;
	wire i2c_scl_div_en, i2c_scl_div_out;
	wire clk_det_out;
	wire i2c_sda_driver_en, i2c_sda_driver_in;
	wire i2c_scl_driver_en;
	wire i2c_scl_setup_div_en, i2c_scl_setup_div_out;
	wire clk_det2_out;
	wire data_clk;
	wire data_counter_reset, data_counter_en;
	wire [4:0] data_counter_out;
	positive_pulse_detector clk_det(clock, reset_n, i2c_scl_setup_div_out, clk_det_out);
	positive_pulse_detector clk_det2(clock, reset_n, i2c_scl_div_out, clk_det2_out);
	clock_divider #(CLOCK_F, CLOCK_F / 8) i2c_scl_setup_div(clock, reset_n, i2c_scl_setup_div_en, i2c_scl_setup_div_out);
	clock_divider #(CLOCK_F, CLOCK_F / 16) i2c_scl_div(clock, reset_n, i2c_scl_div_en, i2c_scl_div_out);
	counter #(I2C_COUNTER_WIDTH) i2c_counter(clock, i2c_counter_reset, i2c_counter_en, i2c_counter_out);
	counter #(5)				 data_counter(clock, data_counter_reset, data_counter_en, data_counter_out);
	shift_register #(4) bytesend_register(clock,
							   			  reset_n,
							   			  bytesend_register_load,
							   			  bytesend_register_shift,
							   			  1'b0,
							   			  bytesend_register_outb,
							   			  bytesend,
							   			  bytesend_register_out);
	register #(1) rw_register(clock,
							  reset_n,
							  rw_register_load,
							  rw,
							  rw_register_out);
	shift_register #(40) data_register(clock,
								 	   reset_n,
								 	   data_register_load,
								 	   data_register_shift,
								 	   data_register_inb,
								 	   data_register_outb,
								 	   data_register_ins,
								 	   data_register_out);
	bidir_driver i2c_sda_driver(i2c_sda_driver_en, i2c_sda_driver_in, i2c_sda);
	bidir_driver i2c_scl_driver(i2c_scl_driver_en, i2c_scl_div_out, i2c_scl);
	localparam 	STATE_IDLE 		= 4'd0,
				STATE_INIT		= 4'd1,
				STATE_SEND_ADDR	= 4'd2,
				STATE_ACK_ADDR	= 4'd3,
				STATE_RW		= 4'd4,
				STATE_SEND_DATA = 4'd5,
				STATE_RECV_DATA	= 4'd6,
				STATE_FINI_DATA = 4'd7,
				STATE_ACK_DATA	= 4'd8,
				STATE_STOP		= 4'd9;
	reg [3:0] state, state_n;
	always @(posedge clock) begin
		if (~reset_n) state <= STATE_IDLE;
		else state <= state_n;
	end
	always @(*) begin
		case (state)
			STATE_IDLE: state_n = init_transaction ? STATE_INIT : STATE_IDLE;
			STATE_INIT:	state_n = (i2c_counter_out == INIT_COUNT) ? STATE_SEND_ADDR : STATE_INIT;
			STATE_SEND_ADDR: state_n = (data_counter_out == SEND_COUNT) ? STATE_ACK_ADDR : STATE_SEND_ADDR;
			STATE_ACK_ADDR:	state_n = ((i2c_sda == 1'b1) & clk_det2_out) ? STATE_STOP : (clk_det2_out ? STATE_RW : STATE_ACK_ADDR);
			STATE_RW: state_n = (rw_register_out ? STATE_SEND_DATA : STATE_RECV_DATA);
			STATE_SEND_DATA: state_n = (data_counter_out == SEND_COUNT) ? STATE_FINI_DATA : STATE_SEND_DATA;
			STATE_RECV_DATA: state_n = (data_counter_out == SEND_COUNT) ? STATE_FINI_DATA : STATE_RECV_DATA;
			STATE_FINI_DATA: state_n = STATE_ACK_DATA;
			STATE_ACK_DATA: state_n = ((i2c_sda == 1'b1) & clk_det2_out) ? STATE_STOP : 
									  	((bytesend_register_out == 4'd0) & clk_det2_out) ? STATE_STOP : 
									  		clk_det2_out ? STATE_RW : STATE_ACK_DATA;
  			STATE_STOP: state_n = (i2c_counter_out == INIT_COUNT) ? STATE_IDLE : STATE_STOP;
			default: state_n = 4'bxxxx;
		endcase
	end
	assign data_register_load		= ((state == STATE_INIT));
	assign data_register_shift		= (((state == STATE_RECV_DATA) & data_clk) |
									   ((state == STATE_SEND_ADDR) & data_clk) |
									   ((state == STATE_SEND_DATA) & data_clk));
	assign data_register_inb		= (state == STATE_RECV_DATA) ? i2c_sda : 1'b0;
	assign data_register_ins 		= {address, rw, data};
	assign bytesend_register_shift 	= ((state == STATE_FINI_DATA));
	assign bytesend_register_load 	= ((state == STATE_INIT));
	assign rw_register_load			= ((state == STATE_INIT));
	assign i2c_counter_reset		= ((state == STATE_INIT) |
									   (state == STATE_STOP));
	assign i2c_counter_en			= ((state == STATE_INIT) |
									   (state == STATE_STOP));
	assign data_counter_reset		= ((state == STATE_SEND_ADDR) |
									   (state == STATE_SEND_DATA) | 
									   (state == STATE_RECV_DATA));
	assign data_counter_en			= (((state == STATE_SEND_ADDR) & clk_det2_out) |
									   ((state == STATE_SEND_DATA) & clk_det2_out) | 
									   ((state == STATE_RECV_DATA) & clk_det2_out));
	assign i2c_scl_div_en			= (state != STATE_INIT) & (state != STATE_IDLE) & (state != STATE_STOP);
	assign i2c_scl_setup_div_en		= ((state != STATE_IDLE) &
									   (state != STATE_INIT) &
									   (state != STATE_STOP));
	assign i2c_sda_driver_en 		= ((state == STATE_INIT) |
									   (state == STATE_SEND_ADDR) |
									   (state == STATE_SEND_DATA) |
									   (state == STATE_RECV_DATA) |
									   (state == STATE_STOP));
	assign i2c_sda_driver_in 		= (state == STATE_INIT) ? 1'b0 :
										(((state == STATE_SEND_ADDR) |
										  (state == STATE_SEND_DATA) |
										  (state == STATE_RW)		 |
										  (state == STATE_RECV_DATA)) ? data_register_outb : 1'b1);
	assign i2c_scl_driver_en		= ((state != STATE_IDLE) &
									   (state != STATE_INIT) &
									   (state != STATE_STOP));
	assign debug_signal = (state_n == STATE_ACK_ADDR) | (state_n == STATE_ACK_DATA) | (state == STATE_ACK_ADDR) | (state == STATE_ACK_DATA);
	assign debug_send = (state == STATE_SEND_DATA) | (state == STATE_RECV_DATA);
	assign data_clk					= clk_det_out & ~i2c_scl_div_out;
endmodule
module bidir_driver(en, in, out);
	input en, in;
	inout out;
	assign out = (en & ~in) ? 1'b0 : 1'bz;
endmodule
module clock_divider(clock, reset_n, enable, out);
   input        clock;
   input        reset_n; 
   input        enable; 
   output       out; 
	reg 	 [32:0] 	state;
	reg 				out;
	parameter REF_FREQ = 32'd50_000_000;
	parameter DSR_FREQ = 32'd25_600;
	localparam COUNT = ((REF_FREQ / (2 * DSR_FREQ)) - 1);
	always@(posedge clock) begin
		if (!reset_n) begin
			state <= 32'd0;
			out <= 1'b1;
		end
		else if (enable) begin
			if (state == COUNT) begin
				out <= ~out;
				state <= 32'd0;
			end
			else begin
				out <= out;
				state <= state + 32'd1;
			end
		end
		else out <= 1'b1;
	end
endmodule
module counter(clock, reset_n, en, out);
	parameter COUNTER_SIZE = 8;
	input clock, reset_n, en;
	output [COUNTER_SIZE-1:0] out;
	reg [COUNTER_SIZE-1:0] out, out_n;
	always @(posedge clock) begin
		if (~reset_n) begin
			out <= {COUNTER_SIZE{1'b0}};
		end
		else begin
			out <= out_n;
		end
	end
	always @(*) begin
		if (en) begin
			out_n = out + 1; 
		end
		else begin
			out_n = out;
		end
	end
endmodule
module register(clock, reset_n, load, ins, out);
	parameter REGISTER_SIZE = 8;
	input clock, reset_n, load;
	input [REGISTER_SIZE-1:0] ins;
	output [REGISTER_SIZE-1:0] out;
	reg [REGISTER_SIZE-1:0] out, out_n;
	always @(posedge clock) begin
		if (~reset_n) begin
			out <= {REGISTER_SIZE{1'b0}};
		end
		else begin
			out <= out_n;
		end
	end
	always @(*) begin
		if (load) begin
			out_n = ins;
		end
		else begin
			out_n = out;
		end
	end
endmodule
module shift_register(clock, reset_n, load, shift, inb, outb, ins, out);
	parameter REGISTER_SIZE = 8;
	input clock, reset_n, load, inb, shift;
	input [REGISTER_SIZE-1:0] ins;
	output outb;
	output [REGISTER_SIZE-1:0] out;
	reg [REGISTER_SIZE-1:0] out, out_n;
	reg outb, outb_n;
	always @(posedge clock) begin
		if (~reset_n) begin
			out <= {REGISTER_SIZE{1'b0}};
			outb <= 1'b0;
		end
		else begin
			out <= out_n;
			outb <= outb_n;
		end
	end
	always @(*) begin
		if (load) out_n = ins;
		else if (shift) out_n = {out[REGISTER_SIZE-2:0], inb};
		else out_n = out;
	end
	always @(*) begin
		if (shift) outb_n = out[REGISTER_SIZE-1];
		else outb_n = outb;  
	end
endmodule
module positive_pulse_detector(clock, reset_n, data_in, out);
	input clock, reset_n, data_in;
	output out;
	reg delay;
	always @(posedge clock) begin
		delay <= data_in;
	end
	assign out = ~delay & data_in;
endmodule
--- ./run.sh ---
#!/bin/bash
# OpenROAD 26Q1-2900-gdf79404cd8, Yosys 0.63+post, stock flow scripts
make -C /OpenROAD-flow-scripts/flow DESIGN_CONFIG=/design/flow/config.mk WORK_HOME=/design/flow/orfs finish
==> results_dict.tcl <==
# implementation run metrics
set metrics [dict create \
    portBuffers 9 \
    drc 0 \
    wl_um 5100 \
    clkSinkCount 57 \
    rows 26 \
    ff_type "dfxtp_1" \
    antenna_found_initial 0 \
    required_ns 6.48 \
    timing.final.ws_setup_ns 3.33 \
    numSynthFlops 57 \
    top_layer "met4" \
    ys_types 51 \
    grt.total_usage_pct 19.3 \
    clockRootBuffer "clkbuf_8" \
    ctsResizeCount 0 \
    max-slew-margin-rel_pct 51.3 \
    yosys_cells 325 \
    worst_pin_slew_ns 0.720 \
    worst_setup_path_end_kind "output port" \
    min_period_ns 4.77 \
    final.setup.tns_ns 0 \
    rsz0062_at_grt "false" \
    arrival_ns 3.15 \
    synthTopCellsByCount "58 x nor2_1, 57 x dfxtp_1, 32 x xor2_1, 26 x nand2_1, 20 x nand3_1" \
    grt_pass1_wl_um 9220 \
    hold-path-cell-count 0 \
    reg2reg_to "i2c_scl_div.state[20]" \
    yosysWarnings 10 \
    max_clock_freq_mhz 209 \
    wl_met2_um 2160 \
    cts_tree "yes" \
    m1WireLength_um 2650 \
    cp_max_fo 2 \
    power.leakage_nw 1.18 \
    pin_count 51 \
    largest_area_cell "dfxtp_1" \
    rr_startpoint "state[3]" \
    ff2ff_setup_slack_ns 6.00 \
    wl_met3_um 193 \
    async_flop_share_pct 0 \
    edf_count 0 \
    hold_path.class "flip-flop to flip-flop" \
    synthToLayoutAreaGrowth_pct 12.4 \
    dpl.hpwl_um 3400 \
    finalNonFillerCells 408 \
    max-vdd-ir-drop_uv 123 \
    clock_latency_ns 0.33 \
    chipWidth_um 76.7 \
    diodes 0 \
    worst_clock_skew_ns 0.00765 \
    htreeDepth 3 \
    syn-cell-area_mm2 0.00279 \
    placed_cells 392 \
    synth.avg_cell_area_um2 8.59 \
    power.density_mw_per_mm2 200 \
    fp_util_pct 53.3 \
    maxCapViolCount 0 \
    top_area_share_pct 40.9 \
    status "finished, final reports clean" \
    cts_buffers 9 \
    gp_congestion 0.826 \
    vias_per_cell 5.30 \
    synthTopCellsByArea "dfxtp_1 41%, xor2_1 10%, nor2_1 7.8%" \
    warnings 65 \
    core_area_mm2 0.00524 \
    cp-start-kind "input port" \
    yosysSeqAreaShare_pct 40.9 \
    via_count 2162 \
    ys_area_mm2 0.00279 \
    drive_above_1_share_pct 7.10 \
    synth_top_cell_by_count "nor2_1" \
    die_h_um 76.7 \
    finalMaxSlewViolations 0 \
    final_util_pct 59.9 \
    first_global_vias 2000 \
    cts_setup_buffers 0 \
    drt-initial-drc-count 71 \
    path_class "input port to output port" \
    min_from "i2c_scl_div.out" \
    antenna_left 0 \
    hold_viol_final 0 \
    finalSetupViolCount 0 \
    firstDrtPassIters 5 \
    overflow 0 \
    path_clk_slew_ns 0.06 \
    reg2regPathDepth 6 \
    pre_cts_ws_ns 3.34 \
    clockBufferDepth 2 \
    syn_inst 325 \
    holdBufCountCts 0 \
    post-route-period-util_pct 58.9 \
    grt_max_degree 33 \
    min_to "clk_det2.delay" \
    chip_area_mm2 0.00589 \
    wl_per_cell_um 12.5 \
]
==> cell families (layout without fill, tap and decap cells) <==
logic type                 after synthesis  count (layout)  synth area share [%]
DFF                                     57              57                  40.9
muxes                                    3               3                  1.08
AOI/OAI and AO/OA                       31              31                  7.44
xor gates and xnor gates                44              44                  13.8
adders and majority gates                4               4                  1.79
other                                    1               2                 0.134
and+or+nand+nor                        168             168                  31.5
buffers and inverters                   17              29                  3.36
==> how the worst max path moves through the flow <==
stage / slack, ns / cells after the start / end / startpoint
finish: 3.33 / 6 / debug_signal / init_transaction
CTS: 3.34 / 6 / debug_signal / init_transaction
global route: 3.27 / 6 / debug_signal / init_transaction
==> through the flow <==
step / total power [mW] / hold slack [ns] / cell area (um2)
6_report: 0.629 / 0.401 / 3140
5_1_grt: 0.654 / 0.418 / 3140
4_1_cts: 0.637 / 0.402 / 3140
3_5_place_dp: 0.314 / 0.392 / 2900
3_3_place_gp: 0.314 / 0.387 / 2900
2_1_floorplan: 0.308 / 0.372 / 2800
==> layout make-up <==
class / instances / area (um2)
sequential: 57 / 1140
clock buffer: 10 / 138
tap: 70 / 87.6
timing repair buffer: 9 / 90.1
fill: 460 / 2100
inverter: 4 / 15.0
multi-input combinational: 252 / 1560
clock inverter: 6 / 105
==> cells in the final DEF (no fill, tap or decap), types with 8 or more instances in the layout <==
| cell | instances |
|---|---|
| xnor2_1 | 12 |
| nand4_1 | 8 |
| clkdlybuf4s50_1 | 9 |
| xor2_1 | 32 |
| dfxtp_1 | 57 |
| nor4_1 | 10 |
| nor2_1 | 58 |
| clkbuf_8 | 10 |
| nand3_1 | 20 |
| nand2_1 | 26 |
==> worst max-delay path, stage by stage <==
cell and delay, ns:
clkdlybuf4s50_1 0.46, a21oi_1 0.04, a31oi_1 0.24, mux2i_1 0.11, o22ai_1 0.19, clkdlybuf4s50_1 0.49
==> routing by layer <==
| metal | global-route usage, % | up-vias |
|---|---|---|
| met5 | 0 | - |
| li1 | - | 1126 |
| met4 | 3.46 | 0 |
| met1 | 30.3 | 988 |
| met3 | 3.26 | 9 |
| met2 | 28.9 | 39 |
==> power breakdown <==
group,switching [mW],internal [mW]
clock network,0.111,0.211
logic,0.0113,0.00883
registers,0.00348,0.284
total,0.125,0.503
==> sequential cells by signal (all words and copies together), names as in the netlist <==
register / cells
clk_det2.delay: 1
bytesend_register.out: 4
data_counter.out: 5
state: 4
i2c_scl_div.state: 33
i2c_scl_div.out: 1
rw_register.out: 1
i2c_counter.out: 8
Power is estimated from default activity; no workload was simulated.
